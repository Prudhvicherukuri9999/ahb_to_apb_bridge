===== config.mk =====
export PLATFORM = sky130hd
export DESIGN_NAME = mem
export DESIGN_NICKNAME = mem
export VERILOG_FILES = /design/flow/design.v
export SDC_FILE = /design/flow/constraint.sdc
export NUM_CORES = 4
export LEC_CHECK = 1
export CORE_UTILIZATION = 50
export SYNTH_HDL_FRONTEND = slang

===== constraint.sdc =====
current_design mem

set clk_period 3.7
set clk_io_pct 0.2

create_clock -name clk0 -period $clk_period [get_ports {clk}]

set non_clock_inputs [all_inputs -no_clocks]
set_input_delay [expr $clk_period * $clk_io_pct] -clock clk0 $non_clock_inputs
set_output_delay [expr $clk_period * $clk_io_pct] -clock clk0 [all_outputs]

===== design.v =====
interface ahb_interface( input bit clk,rst);
  logic [31:0]haddr;
  logic [31:0]hwdata;
  logic [31:0]hrdata;
  logic [1:0] htrans;
  logic [1:0] hresp;
  logic [2:0] hsize;
  logic [2:0] hburst;
  logic [3:0] hprot=1;
  logic [3:0] hmaster=1;
  logic hwrite;
  logic hready_in;
  logic hsel=1;
  logic hready_out;
  logic retry_enable=0;
  int check_count_1 = 0;
  int check_count_2 = 0;
  int check_count_3 = 0;
  int check_count_4 = 0;
  int check_count_5= 0;
property p_valid_transfer;
  @(posedge clk)
  disable iff (!rst || check_count_1 > 0)
  (hready_in && (htrans == 2'b10 || htrans == 2'b11)) |-> ##3 hready_out;
endproperty
always @(posedge clk) begin
  if (rst && check_count_1 == 0) begin
    assert property (p_valid_transfer)
      begin
        $display("----ASSERTION PASS---- HTRANS is NONSEQ or SEQ during valid transfer");
        check_count_1++;
      end
    else begin
        $error("----ASSERTION FAIL---- HTRANS is not NONSEQ or SEQ during valid transfer");
        check_count_1++;
    end
  end
end
property p_hwrite_stable;
  @(posedge clk)
  disable iff (!rst || check_count_2 > 0)
  !hready_out |=> $stable(hwrite);
endproperty
always @(posedge clk) begin
  if (rst && check_count_2 == 0) begin
    assert property (p_hwrite_stable)
      begin
        $display(" ----ASSERTION PASS----  HWRITE is stable when HREADY is low");
        check_count_2++;
      end
    else begin
        $error(" ----ASSERTION FAIL----HWRITE is not stable when HREADY is low");
		check_count_2++;
    end
  end
end
property p_haddr_stable;
  @(posedge clk)
  disable iff (!rst || check_count_3 > 0)
  !hready_out |=> $stable(haddr);
endproperty
  always @(posedge clk) begin
    if (rst && check_count_3 == 0) begin
    assert property (p_haddr_stable)
      begin
        $display(" ----ASSERTION PASS----  HADDR is stable  when HREADY was low");
        check_count_3++;
      end
    else begin
       $error("  ----ASSERTION FAIL---- HADDR changed when HREADY was low");
		check_count_3++;
    end
  end
end
property p_hsize_valid;
  @(negedge clk)
  disable iff (!rst || check_count_4 > 0)
  hsize <= 3'b010;
endproperty
  always @(posedge clk) begin
    if (rst && check_count_4 == 0) begin
    assert property (p_hsize_valid)
      begin
       $display(" ----ASSERTION PASS----  HSIZE exceeds maximum allowed size");
        check_count_4++;
      end
    else begin
      $error("----ASSERTION FAIL---- HSIZE exceeds maximum allowed size at time=%0t",$time);
		check_count_4++;
    end
  end
end
  property check_clktime;
      realtime current_time;
    ((1,current_time =$realtime) |-> ($realtime- current_time == 0));
     endproperty
   always @(posedge clk) begin
     if (!rst && check_count_5== 0) begin
    assert property ( @(posedge clk) check_clktime)
      begin
       $display(" ----ASSERTION PASS----  HSIZE exceeds maximum allowed size");
        check_count_5++;
      end
    else begin
       $error("----ASSERTION FAIL---- HSIZE exceeds maximum allowed size");
		check_count_5++;
    end
  end
end
      endinterface
interface apb_interface(input bit clk,rst);
  logic [31:0] prdata;
  logic [31:0] pwdata;
  logic [31:0] paddr;
  logic psel;
  logic pslverr=1;
  logic pwrite;
  logic [1:0] psize;
  logic [2:0] pburst;
  logic [3:0] pbyte_en;
  logic [3:0] pprot;
  logic pread;
  logic xfer_error_access=0;
  logic pready;
endinterface
module mem(clk,rst,paddr,pwdata,psel,penable,pwrite,pread,prdata,pready);
  input clk,rst,psel,pwrite,pread;
  input [31:0]paddr;
  input [31:0]pwdata;
  input[3:0]penable;
  output reg pready;
  output reg [31:0]prdata;
  reg[0:31]mem[0:255];
  assign pready=1;
  always@(posedge clk or negedge rst)
    begin
      if(!rst)
        begin
          for(int i=0;i<255;i++)
            mem[i]<=0;
        end
      else if(psel&&( |penable)&& pwrite)
        begin
          mem[paddr]<=pwdata;
        end
      else if(psel&&(|penable)&&pread)
        begin
          prdata<=mem[paddr];
        end
    end
endmodule

===== run.sh =====
#!/bin/bash
# OpenROAD 26Q1-2900-gdf79404cd8, Yosys 0.63+post, stock flow scripts
make -C /OpenROAD-flow-scripts/flow DESIGN_CONFIG=/design/flow/config.mk WORK_HOME=/design/flow/orfs finish

==> flow_summary.html <==
<h2>Synthesis and place &amp; route</h2>
<table>
<tr><th>Metric</th><th>Value</th></tr>
<tr><th colspan="2">Run status</th></tr>
<tr><td>Status</td><td>finished clean</td></tr>
<tr><th colspan="2">GRT</th></tr>
<tr><td>Largest net degree at the start of global routing</td><td>around 130</td></tr>
<tr><td>Remaining Overflow, GRT</td><td>0</td></tr>
<tr><td>Initial antenna violation count</td><td>47</td></tr>
<tr><td>Via count of the first global-routing pass</td><td>229000</td></tr>
<tr><td>Total Routing Usage GR</td><td>32.3%</td></tr>
<tr><td>First-pass GRT wire length</td><td>1640000 um</td></tr>
<tr><th colspan="2">STA</th></tr>
<tr><td>Setup repair after global routing missed its margin</td><td>no</td></tr>
<tr><td>Final cycle utilization of the critical path</td><td>94.1%</td></tr>
<tr><td>Worst Tran Pin Value</td><td>between 1000 and 1500 ps</td></tr>
<tr><td>Worst setup skew after layout</td><td>99.0 ps</td></tr>
<tr><td>Final max-slew violation count</td><td>0</td></tr>
<tr><td>Final setup vio count</td><td>0</td></tr>
<tr><td>Fmax</td><td>roughly 290 MHz</td></tr>
<tr><td>Final hold violation count</td><td>0</td></tr>
<tr><td>Min Tclk post-route</td><td>~3500 ps</td></tr>
<tr><td>Max-Slew Margin vs Limit</td><td>20.3%</td></tr>
<tr><td>Post-Route Setup TNS</td><td>0 ps</td></tr>
<tr><th colspan="2">Clock tree</th></tr>
<tr><td>CTS Buf Count</td><td>866</td></tr>
<tr><td>Clock Path Buffers</td><td>4</td></tr>
<tr><td>CTS tree</td><td>done</td></tr>
<tr><td>Num Clock Sinks</td><td>a little over 8000</td></tr>
<tr><td>Clock-pin slew on the worst setup and hold paths</td><td>70 ps</td></tr>
<tr><td>Clock latency at the later pin of the worst-skew pair</td><td>1210 ps</td></tr>
<tr><td>Maximum level of the CTS H-tree</td><td>6</td></tr>
<tr><td>Clock root buffer</td><td>sky130_fd_sc_hd__clkbuf_16</td></tr>
<tr><th colspan="2">Floorplanning</th></tr>
<tr><td>Die Outline Area</td><td>around 740000 um2</td></tr>
<tr><td>Vertical die dimension</td><td>approximately 860 um</td></tr>
<tr><td>Starting Density</td><td>50.3%</td></tr>
<tr><td>Core area</td><td>between 700000 and 800000 um2</td></tr>
<tr><td>Width of the die</td><td>863 um</td></tr>
<tr><td>I/O Pins</td><td>between 100 and 150</td></tr>
<tr><td>Site Rows</td><td>315</td></tr>
<tr><th colspan="2">Drt</th></tr>
<tr><td>Via-to-Cell Ratio</td><td>6.11</td></tr>
<tr><td>Vias after detailed routing</td><td>between 200k and 250k</td></tr>
<tr><td>DR WL/cell</td><td>31.9 um</td></tr>
<tr><td>DR DRC count</td><td>0</td></tr>
<tr><td>Total Routed Length</td><td>1110000 um</td></tr>
<tr><td>1st-iter DRT viols</td><td>11700</td></tr>
<tr><td>Number of optimization iterations in the first detailed-route pass</td><td>7</td></tr>
<tr><td>Remaining number of nets flagged by the antenna check after routing</td><td>0</td></tr>
<tr><th colspan="2">Worst setup path</th></tr>
<tr><td>Data required time of the critical path</td><td>2960 ps</td></tr>
<tr><td>Gate family responsible for the most delay along the worst path</td><td>flip-flops</td></tr>
<tr><td>Crit path buffers/inverters</td><td>1</td></tr>
<tr><td>Kind of start point of the critical path</td><td>flop</td></tr>
<tr><td>Endpoint arrival time on the critical path</td><td>2740 ps</td></tr>
<tr><td>Critical path type</td><td>flop to primary output</td></tr>
<tr><td>Reg-to-reg setup timing slack</td><td>~600 ps</td></tr>
<tr><td>Ordered list of cells on the worst path</td><td>clkdlybuf4s50_1</td></tr>
<tr><td>Setup crit start</td><td>prdata[21]</td></tr>
<tr><td>Cell at the slowest stage of the critical path</td><td>sky130_fd_sc_hd__edfxtp_1</td></tr>
<tr><td>Launch instance of the worst register-to-register path</td><td>mem[1557]</td></tr>
<tr><td>Element type at the critical path end</td><td>primary output</td></tr>
<tr><td>Highest cell delay on the worst timing path</td><td>about 900 ps</td></tr>
<tr><td>CP max FO</td><td>1</td></tr>
<tr><th colspan="2">Final layout</th></tr>
<tr><td>Post-route cell area</td><td>432000 um2</td></tr>
<tr><td>Fraction of final layout cells with drive strength greater than 1</td><td>a little under three fifths</td></tr>
<tr><td>FILL cells</td><td>~55000</td></tr>
<tr><td>Area overhead of the layout relative to synthesis</td><td>16.7%</td></tr>
<tr><td>Final standard cell utilization of the core</td><td>58.7%</td></tr>
<tr><td>Non-filler cells, final</td><td>34700</td></tr>
<tr><th colspan="2">Power and ir drop</th></tr>
<tr><td>Leak</td><td>210 nW</td></tr>
<tr><td>Sw Pwr</td><td>43.1 mW</td></tr>
<tr><td>Fraction of power spent switching nets</td><td>23.1%</td></tr>
<tr><td>Share of power burned in combinational logic</td><td>4.7%</td></tr>
<tr><td>Ratio of total power to cell area</td><td>432 nW/um2</td></tr>
<tr><td>Maximum vdd drop</td><td>about 0.00065 V</td></tr>
<tr><td>Sequential power share</td><td>48.2%</td></tr>
<tr><td>Total power of the final layout</td><td>187 mW</td></tr>
<tr><td>Power share of the clock group</td><td>47.1%</td></tr>
<tr><td>Internal power consumption</td><td>144 mW</td></tr>
<tr><th colspan="2">Min path</th></tr>
<tr><td>Hold Path Class</td><td>input pin to flop</td></tr>
<tr><td>Origin of the worst min-delay path</td><td>pwdata[30]</td></tr>
<tr><th colspan="2">Run</th></tr>
<tr><td>Tool warning count</td><td>142</td></tr>
<tr><td>Max-cap violations</td><td>0</td></tr>
<tr><th colspan="2">Place</th></tr>
<tr><td>Placed instance area</td><td>just over 400000 um2</td></tr>
<tr><td>Placed instance count</td><td>33100</td></tr>
<tr><td>Global placement routability congestion</td><td>0.922</td></tr>
<tr><td>Number of I/O port buffers</td><td>104</td></tr>
<tr><td>Detailed Place HPWL</td><td>736000 um</td></tr>
<tr><th colspan="2">Logic synthesis</th></tr>
<tr><td>Post-synth seq share</td><td>approximately 56%</td></tr>
<tr><td>Share of Yosys cell area claimed by the top area cell type</td><td>55.1%</td></tr>
<tr><td>Synthesized instance count</td><td>23000</td></tr>
<tr><td>YS chip area</td><td>371000 um2</td></tr>
<tr><td>Yosys reg bits</td><td>~8000</td></tr>
<tr><td>Area of the mapped netlist</td><td>371000 um2</td></tr>
<tr><td>Most area-hungry cell type in the Yosys netlist</td><td>sky130_fd_sc_hd__dfrtp_1</td></tr>
<tr><td>Ranking of synthesized cells by area</td><td>sky130_fd_sc_hd__dfrtp_1 (55%), sky130_fd_sc_hd__mux2_2 (23%), sky130_fd_sc_hd__mux4_2 (12%)</td></tr>
<tr><td>Count of synthesis-stage warnings from yosys</td><td>0</td></tr>
<tr><td>Syn Area/Cell</td><td>16.1 um2</td></tr>
<tr><td>Total cells reported by yosys after synthesis</td><td>23000</td></tr>
<tr><td>Number of different library cells in the post-synthesis netlist</td><td>35</td></tr>
</table>
## layout make-up
type                    instances  area (um2)  area share, %
repair buffers               2741       31100           7.19
flip-flops and latches       8224      206000           47.7
clock inverters               230        2610          0.603
diodes                         25        62.6         0.0145
clock buffers                1352       26200           6.06
well taps                    9827       12300           2.84
multi-input cells           12300      154000           35.6
## flip-flops by register name, summed over array words and instances (netlist names)
register	count
mem	8192
prdata	32
## cells in the mapped netlist
cell type / n
sky130_fd_sc_hd__dfrtp_1: 8160
sky130_fd_sc_hd__nand3_2: 1
sky130_fd_sc_hd__nor2_1: 35
sky130_fd_sc_hd__and3_1: 11
sky130_fd_sc_hd__nor4_2: 3
sky130_fd_sc_hd__a22oi_1: 1024
sky130_fd_sc_hd__buf_4: 200
sky130_fd_sc_hd__nor4_4: 4
sky130_fd_sc_hd__o41ai_4: 1
sky130_fd_sc_hd__nor2_8: 50
sky130_fd_sc_hd__a21oi_1: 512
sky130_fd_sc_hd__nor2_4: 70
sky130_fd_sc_hd__buf_1: 606
sky130_fd_sc_hd__and2_1: 2
sky130_fd_sc_hd__nand2b_1: 7
sky130_fd_sc_hd__or2_2: 2
sky130_fd_sc_hd__nor4_1: 3
sky130_fd_sc_hd__nand2_1: 120
sky130_fd_sc_hd__nor4b_1: 1
sky130_fd_sc_hd__o41ai_1: 128
sky130_fd_sc_hd__mux2_2: 7696
sky130_fd_sc_hd__or4_1: 4
sky130_fd_sc_hd__edfxtp_1: 64
sky130_fd_sc_hd__buf_6: 245
sky130_fd_sc_hd__nor3_1: 13
sky130_fd_sc_hd__buf_2: 47
sky130_fd_sc_hd__nand4_1: 32
sky130_fd_sc_hd__mux4_2: 2048
sky130_fd_sc_hd__nand4_2: 1
sky130_fd_sc_hd__clkbuf_1: 1357
sky130_fd_sc_hd__mux2_1: 464
sky130_fd_sc_hd__nand3_1: 35
sky130_fd_sc_hd__conb_1: 1
sky130_fd_sc_hd__nor2b_1: 6
sky130_fd_sc_hd__and4_1: 1
## metal layers
layer / global-route usage, % / up-vias / wire [um]
li1: - / 89000 / -
met1: 46.3 / 115000 / 423000
met2: 46.5 / 6099 / 508000
met3: 15.5 / 1730 / 127000
met4: 10.2 / 44 / 47800
met5: 0 / - / 644
## path summary, 6_finish.rpt
check | end | cells after the start
worst max-delay path | prdata[21] | 1
worst min-delay path | mem[7454] | 2
worst max register to register | prdata[21] | 8
worst min register to register | mem[6027] | 1
max in group asynchronous | mem[299] | 5
min in group asynchronous | mem[6755] | 3
## power by group through the flow
stage / registers, mW / clock network, mW / logic (mW)
5_1_grt: 90.0 / 93.0 / 9.40
4_1_cts: 90.0 / 89.6 / 8.89
6_report: 90.1 / 88.0 / 8.68
## cell families after synthesis
family	synth area share, %
flip-flops	55.6
multiplexers	37.2
AND-OR/OR-AND	3.08
AND/OR/NAND/NOR	0.863
other	0.00101
buffers and inverters	3.20
## repair_timing
action / 4_1_cts / 5_1_grt
hold endpoints to repair: 493 / 0
setup endpoints to repair: 0 / 1
buffers inserted: 0 / 0
hold buffers: 3 / 0
resized: 0 / 1
## worst reg2reg max path: cells and delay by family, from the launching register on
kind                   cells  cell delay, ps
AND-OR/OR-AND              3            1290
flip-flops                 1             370
AND/OR/NAND/NOR            1              80
multiplexers               1             460
buffers and inverters      3             650
## layout by cell type (no fill, tap or decap), types with 35 or more instances in the layout
cell                              Yosys  final
sky130_fd_sc_hd__clkbuf_8             0    226
sky130_fd_sc_hd__nand3_1             35     35
sky130_fd_sc_hd__a21oi_1            512    512
sky130_fd_sc_hd__o41ai_2              0     93
sky130_fd_sc_hd__buf_12               0    803
sky130_fd_sc_hd__mux2_2            7696   7696
sky130_fd_sc_hd__buf_4              200   1831
sky130_fd_sc_hd__edfxtp_1            64     64
sky130_fd_sc_hd__nor2_4              70     97
sky130_fd_sc_hd__a22oi_1           1024   1024
sky130_fd_sc_hd__mux2_1             464    464
sky130_fd_sc_hd__nor2_8              50     50
sky130_fd_sc_hd__mux4_2            2048   2048
sky130_fd_sc_hd__nand2_2              0    111
sky130_fd_sc_hd__clkbuf_16            0    887
sky130_fd_sc_hd__clkinv_2             0    140
sky130_fd_sc_hd__clkdlybuf4s50_1      0     69
sky130_fd_sc_hd__dfrtp_1           8160   8160
sky130_fd_sc_hd__clkbuf_1          1357    239
sky130_fd_sc_hd__bufinv_16            0     41
## per-stage QoR
step	hold slack, ps	setup WS [ps]
final	91.4	217
after global routing	77.6	92.5
after CTS	20.5	120
after detailed placement	469	-871
after global placement	462	-1620
after floorplan	444	40.9
Power figures rest on the tool's default switching activity, not on a simulated workload.
